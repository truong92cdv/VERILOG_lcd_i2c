`design/flow/config.mk`:
```
export PLATFORM = sky130hd
export DESIGN_NAME = top
export DESIGN_NICKNAME = top
export VERILOG_FILES = /design/flow/design.v
export SDC_FILE = /design/flow/constraint.sdc
export NUM_CORES = 4
export LEC_CHECK = 1
export CORE_UTILIZATION = 40
```
`design/flow/run.sh`:
```
#!/bin/bash
# OpenROAD 26Q1-2900-gdf79404cd8, Yosys 0.63+post, stock flow scripts
make -C /OpenROAD-flow-scripts/flow DESIGN_CONFIG=/design/flow/config.mk WORK_HOME=/design/flow/orfs finish
```
`design/flow/constraint.sdc`:
```
current_design top

set clk_period 5.1
set clk_io_pct 0.2

create_clock -name clk0 -period $clk_period [get_ports {clk}]

set non_clock_inputs [all_inputs -no_clocks]
set_input_delay [expr $clk_period * $clk_io_pct] -clock clk0 $non_clock_inputs
set_output_delay [expr $clk_period * $clk_io_pct] -clock clk0 [all_outputs]
```
`design/flow/design.v`:
```
module clk_divider #(
    parameter   input_clk_freq  = 100_000_000,       
    parameter   output_clk_freq =   1_000_000        
)(
    input       clk,
    output      clk_1MHz                                   
);
    reg         clk_1MHz_temp = 0;
    integer     count = 0;
    integer     half_cycle = input_clk_freq / output_clk_freq / 2 - 1;
    always @(posedge clk) begin
        if (count == half_cycle) begin
            clk_1MHz_temp <= ~clk_1MHz_temp;
            count <= 0;
        end else
            count <= count + 1;
    end
    assign clk_1MHz = clk_1MHz_temp;
endmodule
module i2c_writeframe(
    input       clk_1MHz,                
    input       rst_n,                   
    input       en_write,                
    input       start_frame,             
    input       stop_frame,              
    input [7:0] data,                    
    inout       sda,                     
    output reg  scl,                     
    output      done,                    
    output reg  sda_en                   
);
    localparam  DELAY       = 10;        
    reg [20:0]  cnt;                     
    reg         cnt_clr;                 
    localparam  WaitEn      = 0,         
                PreStart    = 1,         
                Start       = 2,         
                AfterStart  = 3,         
                PreWrite    = 4,         
                WriteLow    = 5,         
                WriteHigh   = 6,         
                WriteDone   = 7,         
                WaitAck     = 8,         
                Ack1        = 9,         
                Ack2        = 10,        
                AckDone     = 11,        
                PreStop     = 12,        
                Stop        = 13,        
                Done        = 14;        
    reg [3:0]   state, next_state;
    reg [3:0]   bit_cnt;                 
    reg         sda_out;                 
    wire        sda_in;                  
    assign sda = sda_en ? (~sda_out ? 1'b0 : 1'bz) : 1'bz;
    assign sda_in = sda;
    always @(posedge clk_1MHz, negedge rst_n) begin
        if (!rst_n)
            cnt <= 21'd0;
        else if (cnt_clr)
            cnt <= 21'd0;
        else
            cnt <= cnt + 1'b1;
    end
    always @(posedge clk_1MHz, negedge rst_n) begin
        if (!rst_n)
            state <= WaitEn;
        else
            state <= next_state;
    end
    always @(*) begin
        if (!rst_n)
            next_state <= WaitEn;            
        else begin
            case (state)
                WaitEn:     next_state = en_write ? (start_frame ? PreStart : PreWrite) : WaitEn;
                PreStart:   next_state = (cnt == DELAY) ? Start : PreStart;
                Start:      next_state = (cnt == DELAY) ? AfterStart : Start;
                AfterStart: next_state = (cnt == DELAY) ? WriteLow : AfterStart;
                PreWrite:   next_state = (cnt == DELAY) ? WriteLow : PreWrite;
                WriteLow:   next_state = (cnt == DELAY) ? WriteHigh : WriteLow;
                WriteHigh:  next_state = (cnt == DELAY && bit_cnt == 4'd8) ? WriteDone : ((cnt == DELAY) ? WriteLow : WriteHigh);
                WriteDone:  next_state = (cnt == DELAY) ? WaitAck : WriteDone;
                WaitAck:    next_state = (sda_in == 1'b0) ? Ack1 : WaitAck;
                Ack1:       next_state = (cnt == DELAY) ? Ack2 : Ack1;
                Ack2:       next_state = (cnt == DELAY) ? AckDone : Ack2;
                AckDone:    next_state = (cnt == DELAY) ? (stop_frame ? PreStop : Done) : AckDone;
                PreStop:    next_state = (cnt == DELAY) ? Stop : PreStop;
                Stop:       next_state = (cnt == DELAY) ? Done : Stop;
                Done:       next_state = WaitEn;
            endcase
        end
    end   
    always @(posedge clk_1MHz, negedge rst_n) begin
        if (!rst_n) begin                    
            sda_en  <= 1'b1;                       
            cnt_clr <= 1'b1;            
        end else begin
            case (state)
                WaitEn: begin
                    sda_en  <= 1'b1;         
                    cnt_clr <= 1'b1;         
                end
                PreStart: begin
                    sda_out <= 1'b1;                                 
                    scl     <= 1'b1;        
                    cnt_clr <= (cnt == DELAY-1) ? 1'b1 : 1'b0;       
                end
                Start: begin
                    sda_out <= 1'b0;                                 
                    cnt_clr <= (cnt == DELAY-1) ? 1'b1 : 1'b0;       
                end
                AfterStart: begin
                    scl     <= 1'b0;                                 
                    cnt_clr <= (cnt == DELAY-1) ? 1'b1 : 1'b0;       
                end
                PreWrite: begin
                    cnt_clr <= (cnt == DELAY-1) ? 1'b1 : 1'b0;       
                end
                WriteLow: begin
                    scl     <= 1'b0;                                 
                    sda_out <= data[7-(bit_cnt-1)] ? 1'b1 : 1'b0;    
                    cnt_clr <= (cnt == DELAY-1) ? 1'b1 : 1'b0;       
                end
                WriteHigh: begin
                    scl     <= 1'b1;                                 
                    cnt_clr <= (cnt == DELAY-1) ? 1'b1 : 1'b0;       
                end
                WriteDone: begin
                    scl     <= 1'b0;                                 
                    sda_en  <= 1'b0;                                 
                    cnt_clr <= (cnt == DELAY-1) ? 1'b1 : 1'b0;       
                end
                WaitAck: begin
                    cnt_clr <= 1'b1;                                 
                end
                Ack1: begin
                    scl     <= 1'b1;                                 
                    cnt_clr <= (cnt == DELAY-1) ? 1'b1 : 1'b0;       
                end
                Ack2: begin
                    scl     <= 1'b0;                                 
                    cnt_clr <= (cnt == DELAY-1) ? 1'b1 : 1'b0;       
                end
                AckDone: begin      
                    cnt_clr <= (cnt == DELAY-1) ? 1'b1 : 1'b0;       
                end
                PreStop: begin
                    scl     <= 1'b1;                                 
                    cnt_clr <= (cnt == DELAY-1) ? 1'b1 : 1'b0;       
                end   
                Stop: begin
                    sda_en  <= 1'b1;                                 
                    sda_out <= 1'b1;                                 
                    cnt_clr <= (cnt == DELAY-1) ? 1'b1 : 1'b0;       
                end
                Done: begin
                    cnt_clr <= 1'b1;                                 
                end
            endcase
        end
    end
    always @(posedge clk_1MHz, negedge rst_n) begin
        if (!rst_n)
            bit_cnt <= 4'd0;
        else begin
            case (state)
                WriteLow:   bit_cnt <= (cnt == 1'b0) ? bit_cnt + 1'b1 : bit_cnt;     
                WaitEn:     bit_cnt <= 4'd0;
                Done:       bit_cnt <= 4'd0;
                default:    bit_cnt <= bit_cnt;
            endcase
        end
    end
    assign done = (state == Done);
endmodule
module lcd_display(
    input           clk_1MHz,                
    input           rst_n,                   
    input           ena,                     
    input           done_write,              
    input  [127:0]  row1,                    
    input  [127:0]  row2,                    
    output reg[7:0] data,                    
    output          cmd_data,                
    output reg      ena_write                
);
    localparam  DELAY           = 50;        
    localparam  WaitEn          = 0,
                Write           = 1,
                WaitWrite       = 3,
                WaitDelay       = 4,
                Done            = 5;
    reg [2:0]   state, next_state;          
    reg [20:0]  cnt;                         
    reg         cnt_clr;                     
    wire [7:0]  cmd_data_array [0:39];
    assign cmd_data_array[0]    = 8'h02;     
    assign cmd_data_array[1]    = 8'h28;     
    assign cmd_data_array[2]    = 8'h0C;     
    assign cmd_data_array[3]    = 8'h06;     
    assign cmd_data_array[4]    = 8'h01;     
    assign cmd_data_array[5]    = 8'h80;     
    assign cmd_data_array[22]   = 8'hC0;     
    generate
        genvar i;
        for (i = 1; i < 17; i=i+1) begin: for_name
            assign cmd_data_array[22-i] = row1[(i*8)-1:i*8-8];       
            assign cmd_data_array[39-i] = row2[(i*8)-1:i*8-8];       
        end
    endgenerate
    reg [5:0]   ptr;                         
    assign cmd_data = (ptr <= 6'd6 || ptr == 6'd23) ? 1'b0 : 1'b1;   
    always @(posedge clk_1MHz, negedge rst_n) begin
        if (!rst_n)
            cnt <= 21'd0;
        else if (cnt_clr)
            cnt <= 21'd0;
        else 
            cnt <= cnt + 1'b1;
    end
    always @(posedge clk_1MHz, negedge rst_n) begin
        if (!rst_n)
            state <= WaitEn;
        else
            state <= next_state;
    end
    always @(*) begin
        if (!rst_n)
            next_state = WaitEn;
        else begin
            case (state)
                WaitEn:     next_state = ena ? Write : WaitEn;
                Write:      next_state = WaitWrite;
                WaitWrite:  next_state = done_write ? WaitDelay : WaitWrite;
                WaitDelay:  next_state = (ptr == 6'd39) ? Done : ((cnt == DELAY) ? Write : WaitDelay);
                Done:       next_state = Done;
            endcase
        end
    end
    always @(posedge clk_1MHz, negedge rst_n) begin
        if (!rst_n) begin
            cnt_clr     = 1'b1;
            ena_write  <= 1'b0;
        end else begin
            case (state)
                WaitEn: begin
                    cnt_clr     = 1'b1;                  
                    ena_write  <= 1'b0;                  
                end
                Write: begin
                    cnt_clr     = 1'b1;                  
                    data       <= cmd_data_array[ptr];   
                    ena_write  <= 1'b1;                  
                end
                WaitWrite: begin
                    ena_write  <= 1'b0;                  
                end
                WaitDelay: begin
                    cnt_clr     = 1'b0;
                end
            endcase
        end
    end
    always @(posedge clk_1MHz, negedge rst_n) begin
        if (!rst_n)
            ptr <= 6'd0;
        else if (state == Write)
            ptr <= ptr + 1'b1;
        else
            ptr <= ptr;
    end
endmodule
module lcd_write_cmd_data(
    input       clk_1MHz,                    
    input       rst_n,                       
    input [7:0] data,                        
    input       cmd_data,                    
    input       ena,                         
    input [6:0] i2c_addr,                    
    inout       sda,                         
    output      scl,                         
    output      done,                        
    output      sda_en
);
    localparam  DELAY               = 50;    
    reg [20:0]  cnt;                         
    reg         cnt_clr;                     
    localparam  WaitEn              = 0,     
                Write_Addr          = 1,     
                Wait_AddrDone       = 2,     
                Write_HighNibble1   = 3,     
                Wait_High1Done      = 4,     
                Delay_CMD1          = 5,     
                Write_HighNibble2   = 6,     
                Wait_High2Done      = 7,     
                Write_LowNibble1    = 8,     
                Wait_Low1Done       = 9,     
                Delay_CMD2          = 10,    
                Write_LowNibble2    = 11,    
                Wait_Low2Done       = 12,    
                Done                = 13;    
    reg [3:0]   state, next_state;
    reg         en_write;                    
    wire        en_i2cwrite = en_write;
    wire        i2c_done;                    
    reg [7:0]   i2c_data;                    
    reg         start_frame;                 
    reg         stop_frame;                  
    always @(posedge clk_1MHz, negedge rst_n) begin
        if (!rst_n)
            cnt <= 21'd0;
        else if (cnt_clr)
            cnt <= 21'd0;
        else
            cnt <= cnt + 1'b1;
    end
    always @(posedge clk_1MHz, negedge rst_n) begin
        if (!rst_n)
            state <= WaitEn;
        else
            state <= next_state;
    end
    always @(*) begin
        if (!rst_n)
            next_state = WaitEn;                 
        else begin
            case (state)
                WaitEn:             next_state = ena ? Write_Addr : WaitEn;
                Write_Addr:         next_state = Wait_AddrDone;
                Wait_AddrDone:      next_state = i2c_done ? Write_HighNibble1 : Wait_AddrDone;
                Write_HighNibble1:  next_state = Wait_High1Done;
                Wait_High1Done:     next_state = i2c_done ? Delay_CMD1 : Wait_High1Done;
                Delay_CMD1:         next_state = (cnt == DELAY) ? Write_HighNibble2 : Delay_CMD1;
                Write_HighNibble2:  next_state = Wait_High2Done;
                Wait_High2Done:     next_state = i2c_done ? Write_LowNibble1 : Wait_High2Done;
                Write_LowNibble1:   next_state = Wait_Low1Done;
                Wait_Low1Done:      next_state = i2c_done ? Delay_CMD2 : Wait_Low1Done;
                Delay_CMD2:         next_state = (cnt == DELAY) ? Write_LowNibble2 : Delay_CMD2;
                Write_LowNibble2:   next_state = Wait_Low2Done;
                Wait_Low2Done:      next_state = i2c_done ? Done : Wait_Low2Done;
                Done:               next_state = WaitEn;
            endcase
        end
    end
    always @(posedge clk_1MHz, negedge rst_n) begin
        if (!rst_n) begin                    
            i2c_data <= 8'd0;
            en_write <= 1'b0;
            cnt_clr  <= 1'b1;
        end else begin
            case (state)
                WaitEn: begin
                    i2c_data    <= 8'd0;
                    en_write    <= 1'b0;
                    cnt_clr     <= 1'b1;
                end
                Write_Addr: begin
                    start_frame <= 1'b1;                 
                    stop_frame  <= 1'b0;
                    i2c_data    <= {i2c_addr, 1'b0};     
                    en_write    <= 1'b1;                 
                end
                Wait_AddrDone: begin
                    en_write    <= 1'b0;                 
                end
                Write_HighNibble1: begin
                    start_frame <= 1'b0;
                    stop_frame  <= 1'b0;
                    i2c_data    <= (data & 8'hF0) | 8'h0C | cmd_data;
                    en_write    <= 1'b1;                 
                end
                Wait_High1Done: begin
                    en_write    <= 1'b0;                 
                end
                Delay_CMD1: begin
                    cnt_clr     <= 1'b0;                 
                end
                Write_HighNibble2: begin
                    start_frame <= 1'b0;
                    stop_frame  <= 1'b0;
                    i2c_data    <= ((data & 8'hF0) | 8'h0C | cmd_data) & 8'hFB;
                    en_write    <= 1'b1;                 
                    cnt_clr     <= 1'b1;                 
                end
                Wait_High2Done: begin
                    en_write    <= 1'b0;                 
                end
                Write_LowNibble1: begin              
                    start_frame <= 1'b0;
                    stop_frame  <= 1'b0;
                    i2c_data    <= ((data & 8'h0F) << 4) | 8'h0C | cmd_data;
                    en_write    <= 1'b1;                
                end
                Wait_Low1Done: begin
                    en_write    <= 1'b0;                 
                end
                Delay_CMD2: begin
                    cnt_clr     <= 1'b0;                 
                end
                Write_LowNibble2: begin
                    start_frame <= 1'b0;
                    stop_frame  <= 1'b1;                 
                    i2c_data    <= (((data & 8'h0F) << 4) | 8'h0C | cmd_data) & 8'hFB;
                    en_write    <= 1'b1;                 
                    cnt_clr     <= 1'b1;                 
                end
                Wait_Low2Done: begin
                    en_write    <= 1'b0;                 
                end
            endcase
        end
    end
    assign done = (state == Done);
    i2c_writeframe i2c_writframe_inst(
        .clk_1MHz   (clk_1MHz),
        .rst_n      (rst_n),
        .en_write   (en_i2cwrite),
        .start_frame(start_frame),
        .stop_frame (stop_frame),
        .data       (i2c_data),
        .sda        (sda),
        .scl        (scl),
        .done       (i2c_done),
        .sda_en     (sda_en)
    );
endmodule
module top(
    input           clk,
    input           rst_n,
    output          scl,
    inout           sda
);
    wire            clk_1MHz;
    wire            done_write;
    wire [7:0]      data;
    wire            cmd_data;
    wire            ena_write;
    wire [127:0]    row1;
    wire [127:0]    row2;
    assign row1 =   "  FPT Jetking   ";
    assign row2 =   " Vo Nhat Truong ";
    clk_divider clk_1MHz_gen(
        .clk        (clk),
        .clk_1MHz   (clk_1MHz)
    );
    lcd_display lcd_display_inst(
        .clk_1MHz   (clk_1MHz),
        .rst_n      (rst_n),
        .ena        (1'b1),
        .done_write (done_write),
        .row1       (row1),
        .row2       (row2),
        .data       (data),
        .cmd_data   (cmd_data),
        .ena_write  (ena_write)
    );
    lcd_write_cmd_data lcd_write_cmd_data_inst(
        .clk_1MHz   (clk_1MHz),
        .rst_n      (rst_n),
        .data       (data),
        .cmd_data   (cmd_data),
        .ena        (ena_write),
        .i2c_addr   (7'h27),
        .sda        (sda),
        .scl        (scl),
        .done       (done_write)
    );
endmodule
```
==> flow_summary.json <==
{
  "final.setup.tns_ps": 0,
  "grt_overflow": 0,
  "log.warning_count": 32,
  "ff2ff_setup_slack_ps": 3230,
  "period_used_pct": 36.7,
  "critPathLaunch": "clk_1MHz_gen.count[2]$_SDFF_PN0_",
  "final_antenna_net_count": 0,
  "drive_gt1_share_pct": 4.65,
  "globalplace.congestion": 0.832,
  "cts_made_buffers": 5,
  "cellPowerDensity_mw_per_mm2": 85.5,
  "io_pins": 4,
  "finalCriticalPeriod_ps": 1870,
  "die_h_um": 129,
  "cts_setup_buffers": 0,
  "status": "completed",
  "route.detailed.drc": 0,
  "ff_type": "dfrtp_1",
  "rr_worst_depth": 5,
  "setup-violations-final": 0,
  "whs_ps": 479,
  "untimed_endpoints": 107,
  "relSlewSlack_pct": 46.6,
  "worst_ir_drop_vdd_mv": 0.225,
  "num_vias": 4559,
  "drtIter0Drc": 259,
  "rsz0062_at_grt": "no",
  "r2r_start": "clk_1MHz_gen.count[2]$_SDFF_PN0_",
  "fp_util_pct": 40.8,
  "ctsHoldBuffers": 0,
  "placementRows": 46,
  "synth-edff-count": 4,
  "wl_mm": 10.9,
  "dieArea_mm2": 0.0167,
  "grt_use_total_pct": 14.2,
  "worst_pin_slew_ps": 801,
  "clock_path_buffers": 2,
  "hold_viol_final": 0,
  "r2r_end": "clk_1MHz_gen.count[29]$_SDFF_PN0_",
  "ys_area_mm2": 0.00646,
  "grt_pass1_wl_mm": 19.4,
  "cts_max_level": 2,
  "io_buffers": 2,
  "fin_total_pwr_uw": 581,
  "maxCapViolations": 0,
  "cp_data_required_time_ps": 5260,
  "syn_area_per_cell_um2": 9.50,
  "antenna_found_initial": 0,
  "path_class": "flop to flop",
  "ys_cells": 680,
  "cts_tree": "done",
  "synth.distinct_cells": 68,
  "start_kind": "flop",
  "grt_pass1_vias": 4237,
  "hp-class": "flop to flop",
  "slew_viol_final": 0,
  "cts_root_buf": "clkbuf_16",
  "n_antenna_cell": 0,
  "unclocked_regs": 103,
  "fin_skew_ps": 3.52,
  "final_util_pct": 43.0,
  "syn_inst": 680,
  "cellLeakagePower_nw": 2.55,
  "endpoint": "clk_1MHz_gen.count[29]$_SDFF_PN0_",
  "yosysWarnings": 6,
  "syn_area_mm2": 0.00646,
  "wl_per_cell_um": 12.4,
  "worstPathMaxFanout": 9,
  "ys.flops": 136,
  "arrival_ps": 2030,
  "timing.fmax_mhz": 535,
  "area_growth_pct": 5.23,
  "path_clk_slew_ps": 50,
  "clk_latency_ps": 270,
  "coreArea_mm2": 0.0158,
  "via_per_inst": 5.17,
  "nFillCells": 1461,
  "hpwl_mm": 7.50,
  "drt_pass1_iterations": 4,
  "die_width_um": 129,
  "async_reset_ff_share_pct": 65.4,
  "cts.repair.resized": 0,
  "crit_path_end_kind": "flop",
  "grt_start_max_net_pins": 94
}
sequential cells by signal, indices dropped and copies added, names as in the netlist:
name and flops:
clk_1MHz_gen.count 32, lcd_display_inst.cnt 21, lcd_write_cmd_data_inst.cnt 21, lcd_write_cmd_data_inst.i2c_writframe_inst.cnt 21, lcd_display_inst.ptr 6, lcd_write_cmd_data_inst.i2c_writframe_inst.bit_cnt 4, lcd_write_cmd_data_inst.i2c_writframe_inst.next_state 4, lcd_write_cmd_data_inst.i2c_writframe_inst.state 4
lcd_write_cmd_data_inst.next_state 4, lcd_write_cmd_data_inst.state 4, lcd_display_inst.next_state 3, lcd_display_inst.state 3, clk_1MHz_gen.clk_1MHz_temp 1, lcd_display_inst.cnt_clr 1, lcd_display_inst.ena_write 1, lcd_write_cmd_data_inst.cnt_clr 1
lcd_write_cmd_data_inst.en_write 1, lcd_write_cmd_data_inst.i2c_writframe_inst.cnt_clr 1, lcd_write_cmd_data_inst.i2c_writframe_inst.scl 1, lcd_write_cmd_data_inst.start_frame 1, lcd_write_cmd_data_inst.stop_frame 1
critical path, cell delays in order, from the launching register on:
cell	delay (ps)
dfxtp_1	400
and4_1	230
nor2b_1	520
and3_1	360
nand3_1	120
xnor2_1	130
synthesized netlist by cell type (3+ instances only):
| master | instances | area [um2] |
|---|---|---|
| or4_1 | 5 | 37.5 |
| a21oi_1 | 10 | 50.1 |
| nor2_1 | 101 | 379 |
| clkbuf_1 | 16 | 60.1 |
| xnor2_1 | 54 | 473 |
| edfxtp_1 | 4 | 120 |
| and4_1 | 7 | 61.3 |
| nor2b_1 | 11 | 68.8 |
| o22ai_1 | 3 | 18.8 |
| nor4_2 | 3 | 37.5 |
| nand3_1 | 37 | 185 |
| o21ai_0 | 13 | 65.1 |
| or2_2 | 3 | 18.8 |
| and3_1 | 13 | 81.3 |
| dfstp_2 | 3 | 78.8 |
| or3_1 | 5 | 31.3 |
| dlxtn_1 | 11 | 165 |
| nand2b_1 | 9 | 56.3 |
| nand4_1 | 27 | 169 |
| nor4_1 | 20 | 125 |
| dfxtp_1 | 32 | 641 |
| nand4b_1 | 4 | 35.0 |
| inv_1 | 20 | 75.1 |
| buf_1 | 4 | 15.0 |
| ha_1 | 13 | 163 |
| nand2_1 | 58 | 218 |
| dfrtp_1 | 86 | 2150 |
| xor2_1 | 38 | 333 |
| mux2i_1 | 4 | 40.0 |
| a31oi_1 | 6 | 37.5 |
| nor3_1 | 12 | 60.1 |
cell families (layout without fill, tap and decap cells):
kind of cell | after synthesis | in the layout | share of synthesized area [%]
xor gates and xnor gates | 92 | 92 | 12.5
adders and majority gates | 14 | 14 | 2.67
AOI/OAI and AO/OA | 54 | 54 | 5.56
other | 1 | 1 | 0.0580
muxes | 6 | 6 | 0.968
latches | 11 | 11 | 2.56
buffers and inverters | 48 | 34 | 3.18
DFF | 125 | 125 | 46.3
and+or+nand+nor | 329 | 329 | 26.2
cell usage in the layout (no fill, tap or decap), drive strengths merged, types with 6 or more instances in the layout:
cell type	instances
dlxtn	11
nor3	14
nand2	59
a21oi	10
a31oi	6
nand2b	9
ha	13
xnor2	54
nor2	101
o21ai	13
clkbuf	7
and4	7
inv	21
and3	13
nor4	24
nand3	38
xor2	38
dfxtp	32
nor2b	11
nand4	28
dfrtp	86
layer usage:
layer	track usage, %	share of wire [%]	vias to the layer above
met1	23.3	52	2194
met5	0	0	-
met3	1.09	1.7	5
li1	-	-	2318
met2	22.4	46	42
met4	0.692	0.26	0
per-stage QoR:
step	std cells	instance area, um2	worst slack, ps
after floorplan	680	6460	3370
after global placement	874	6640	3270
after detailed placement	874	6640	3250
after CTS	882	6800	3200
after global routing	882	6800	3040
final	882	6800	3230
layout make-up:
type                       instances  area, um2  area share [%]
multi-input combinational        496       3100            45.6
sequential                       136       3160            46.4
inverter                          22       82.6            1.21
tap                              216        270            3.97
timing repair buffer               4       32.5           0.478
clock inverter                     1       5.00          0.0736
clock buffer                       7        153            2.25
worst min path at each step:
| stage | slack, ps | depth (start not counted) | to | startpoint |
|---|---|---|---|---|
| CTS | 480 | 1 | clk_1MHz_gen.count[0]$_SDFF_PN0_ | clk_1MHz_gen.count[0]$_SDFF_PN0_ |
| global route | 490 | 1 | clk_1MHz_gen.count[31]$_SDFF_PN0_ | clk_1MHz_gen.count[31]$_SDFF_PN0_ |
| finish | 480 | 1 | clk_1MHz_gen.count[0]$_SDFF_PN0_ | clk_1MHz_gen.count[0]$_SDFF_PN0_ |
power by group:
group	switching [mW]	leakage [nW]	internal [mW]	total, mW
logic	0.0161	0.880	0.00198	0.0181
registers	0.00000836	1.59	0.259	0.259
clock network	0.0979	0.0799	0.206	0.304
total	0.114	2.55	0.467	0.581
Power figures rest on the tool's default switching activity, not on a simulated workload.
